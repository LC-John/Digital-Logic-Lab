===== ./config.mk =====
export PLATFORM = sky130hd
export DESIGN_NAME = adder_8bits
export DESIGN_NICKNAME = adder_8bits
export VERILOG_FILES = /design/flow/design.v
export SDC_FILE = /design/flow/constraint.sdc
export NUM_CORES = 4
export LEC_CHECK = 1
export CORE_AREA = 10 10 70 70
export DIE_AREA = 0 0 80 80

===== ./constraint.sdc =====
current_design adder_8bits

set clk_period 7.0
set clk_io_pct 0.2

create_clock -name clk0 -period $clk_period

set non_clock_inputs [all_inputs -no_clocks]
set_input_delay [expr $clk_period * $clk_io_pct] -clock clk0 $non_clock_inputs
set_output_delay [expr $clk_period * $clk_io_pct] -clock clk0 [all_outputs]

===== ./design.v =====
`timescale 1ns / 1ps
module adder_8bits(A, B, M, sum_sig, load_a, Result);
	input [7:0] A;
	input [7:0] B;
	input M;
	input sum_sig, load_a;
	output reg [7:0] Result;
	reg [7:0] P;
	reg [7:0] G;
	integer i;
	always @(A, B, M, sum_sig, load_a) begin
		for (i = 0; i < 8; i = i + 1) begin
			P[i] <= (A[i] & (M | load_a | sum_sig)) ^ (B[i] & ~load_a);
			G[i] <= (A[i] & (M | load_a | sum_sig)) & (B[i] & ~load_a);
		end
	end
	always @(P, G) begin	 
		Result[0] <= P[0] ^ 1'b0;
		Result[1] <= P[1] ^ (G[0] | (P[0]&1'b0));
		Result[2] <= P[2] ^ (G[1] | (P[1]&G[0]) | (P[1]&P[0]&1'b0));
		Result[3] <= P[3] ^ (G[2] | (P[2]&G[1]) | (P[2]&P[1]&G[0]) | (P[2]&P[1]&P[0]&1'b0));
		Result[4] <= P[4] ^ (G[3] | (P[3]&G[2]) | (P[3]&P[2]&G[1]) | (P[3]&P[2]&P[1]&G[0])
										  | (P[3]&P[2]&P[1]&P[0]&1'b0)); 
		Result[5] <= P[5] ^ (G[4] | (P[4]&G[3]) | (P[4]&P[3]&G[2]) | (P[4]&P[3]&P[2]&G[1])
										  | (P[4]&P[3]&P[2]&P[1]&G[0]) | (P[4]&P[3]&P[2]&P[1]&P[0]&1'b0));
		Result[6] <= P[6] ^ (G[5] | (P[5]&G[4]) | (P[5]&P[4]&G[3]) | (P[5]&P[4]&P[3]&G[2])
										  | (P[5]&P[4]&P[3]&P[2]&G[1]) | (P[5]&P[4]&P[3]&P[2]&P[1]&G[0])
										  | (P[5]&P[4]&P[3]&P[2]&P[1]&P[0]&1'b0));
		Result[7] <= P[7] ^ (G[6] | (P[6]&G[5]) | (P[6]&P[5]&G[4]) | (P[6]&P[5]&P[4]&G[3])
										  | (P[6]&P[5]&P[4]&P[3]&G[2]) | (P[6]&P[5]&P[4]&P[3]&P[2]&G[1])
										  | (P[6]&P[5]&P[4]&P[3]&P[2]&P[1]&G[0]) | (P[6]&P[5]&P[4]&P[3]&P[2]&P[1]&P[0]&1'b0));
	end
endmodule

===== ./run.sh =====
#!/bin/bash
# OpenROAD 26Q1-2900-gdf79404cd8, Yosys 0.63+post, stock flow scripts
make -C /OpenROAD-flow-scripts/flow DESIGN_CONFIG=/design/flow/config.mk WORK_HOME=/design/flow/orfs finish

==> impl_metrics.json <==
{
  "cts_resized": 0,
  "cap_violations": 0,
  "max_freq_ghz": 0.166,
  "setup_viol": 0,
  "rows": 21,
  "period_minus_slack_ps": 6040,
  "post-cts-setup-buffers": 0,
  "grt.total_usage": 0.0390,
  "critPathSlowestCell": "nor3_1",
  "chipArea_mm2": 0.00640,
  "nClkBuffers": 0,
  "grt_setup_unrepaired": "no",
  "fin_crit_sh": 0.863,
  "warnings": 32,
  "worstSetupPathType": "in -> out",
  "max-vdd-ir-drop_uv": 33.2,
  "cp_data_arrival_time_ps": 4640,
  "run_status": "finished clean",
  "fin_util": 0.212,
  "tightest_slew_ps": 772,
  "drt_wl_total_um": 1340,
  "synth_top_area_share": 0.252,
  "netlist_area_um2": 397,
  "drive_gt1_frac": 0.0400,
  "gr-total-overflow": 0,
  "ys_seq_share": 0,
  "tns_ps": 0,
  "yosys.area.top_type": "nor2b_1",
  "swShare": 0.345,
  "vias": 441,
  "critPathMaxStageDelay_ps": 720,
  "post-dp-hpwl_um": 1210,
  "area_leaders": "nor2b_1 25%, ha_1 22%, a2111oi_4 6.9%",
  "drtIter0Drc": 25,
  "first_pass_iters": 2,
  "yosysWarnings": 1,
  "powerDensity_mw_per_mm2": 74.1,
  "timing.critical_path.to_type": "primary output",
  "synth_cell_types": 20,
  "antenna_found_initial": 0,
  "common_cells": "16 x nor2b_1, 7 x ha_1, 3 x nor2_1, 3 x xor2_1",
  "final_area_um2": 724,
  "p_total_w": 0.0000537,
  "multiInputGateArea_um2": 397,
  "wl_per_cell_um": 11.0,
  "holdWs_ps": 3890,
  "die_h_um": 80,
  "yosysCellCount": 48,
  "critical_path_required_ps": 5600,
  "area_delta_synth_final_pct": 82.7,
  "seq_cell_count": 0,
  "combPwrFrac": 1.000,
  "hold_viol": 0,
  "path_cells": "clkdlybuf4s50_1, nor3_1, nor2b_1, ha_1, a211oi_2, nor3_1, a2111oi_4, xor2_1, clkdlybuf4s50_1",
  "filler_cell_count": 373,
  "die_w_um": 80,
  "intPower_w": 0.0000352,
  "crit_fanout": 10,
  "seqPwrFrac": 0,
  "cp_top_family": "buffers and inverters",
  "startpoint_type": "input port",
  "grt_pass1_vias": 432,
  "p_leak_nw": 0.273,
  "hold_path.class": "in -> out",
  "drcViolationCount": 0,
  "viasPerCell": 3.64,
  "placed_cell_area_um2": 724,
  "synthCells": 48,
  "placement.io_buffers": 27,
  "power_switching_w": 0.0000185,
  "cp_num_buf_inv": 2,
  "ctsHoldBuffers": 0,
  "antenna_cells": 0,
  "slew_headroom": 0.481,
  "min-delay-start": "A[7]",
  "slew_viol_final": 0,
  "grt_pass1_wl_um": 2080,
  "ioPinCount": 27,
  "cp-startpoint": "load_a",
  "antenna_left": 0,
  "core_area_mm2": 0.00342,
  "gp_congestion": 0.706,
  "p_clk_frac": 0,
  "syn_avg_cell_area_um2": 8.26,
  "register_area_um2": 0,
  "grt_max_degree": 11,
  "yosysMostFrequentCell": "nor2b_1",
  "initCoreUtil": 0.116,
  "synth_chip_area_um2": 397
}
==> logic make-up after synthesis <==
logic type,share of synthesized area
AND-OR/OR-AND,0.290
XOR/XNOR,0.110
adder cells (fa/ha/maj),0.271
AND/OR/NAND/NOR,0.328
==> placed cells by master, fill, tap and decap left out, drive strengths merged <==
master,instances
ha,7
o211ai,1
nand3,1
nor3,2
a211oi,2
a2111oi,1
a311oi,1
o21bai,1
a21o,1
nand2,1
clkdlybuf4s50,27
o22ai,1
a21oi,2
nor2,3
o21ai,1
xnor2,2
o31a,1
xor2,3
nor2b,16
fa,1
==> final timing paths <==
kind  slack, ps  cells after the start         to
max         960                      9  Result[7]
min        3890                      4  Result[7]
==> power groups by stage <==
stage | clock network (W) | registers [W] | logic, W
final | 0 | 0 | 0.0000537
after global routing | 0 | 0 | 0.0000591
after CTS | 0 | 0 | 0.0000547
==> per-stage QoR <==
| stage | worst slack [ps] | std cells |
|---|---|---|
| final | 961 | 121 |
| after global routing | 641 | 121 |
| after CTS | 900 | 121 |
| after detailed placement | 913 | 121 |
| after global placement | 1010 | 121 |
| after floorplan | 2470 | 48 |
==> metal layers <==
layer | global-route usage | part of all wire
met1 | 0.0568 | 0.51
met2 | 0.0570 | 0.40
met3 | 0.0136 | 0.092
met4 | 0 | 0
met5 | 0 | 0
==> layout make-up <==
class                           count  share of cell area
Multi-Input combinational cell     48               0.547
Tap cell                           46              0.0794
Timing Repair Buffer               27               0.373
No activity file was given, so power comes from the tool's default toggle rates.
