--- ./config.mk ---
export PLATFORM = sky130hd
export DESIGN_NAME = controler
export DESIGN_NICKNAME = controler
export VERILOG_FILES = /design/flow/design.v
export SDC_FILE = /design/flow/constraint.sdc
export NUM_CORES = 4
export LEC_CHECK = 1
export CORE_AREA = 10 10 79 79
export DIE_AREA = 0 0 89 89
--- ./constraint.sdc ---
current_design controler

set clk_period 3.1
set clk_io_pct 0.2

create_clock -name clk0 -period $clk_period [get_ports {CLK}]

set non_clock_inputs [all_inputs -no_clocks]
set_input_delay [expr $clk_period * $clk_io_pct] -clock clk0 $non_clock_inputs
set_output_delay [expr $clk_period * $clk_io_pct] -clock clk0 [all_outputs]
--- ./run.sh ---
#!/bin/bash
# OpenROAD 26Q1-2900-gdf79404cd8, Yosys 0.63+post, stock flow scripts
make -C /OpenROAD-flow-scripts/flow DESIGN_CONFIG=/design/flow/config.mk WORK_HOME=/design/flow/orfs finish
--- ./design.v ---
`timescale 1ns / 1ps
module controler(CLK, reset, sum, multi, equal, sum_sig, shift, load_a, write_l, write_r, show_result, CLR);
	input CLK, reset, sum, multi, equal;
	output reg sum_sig;
	output reg shift;
	output reg load_a;
	output reg write_l;
	output reg write_r;
	output reg show_result;
	output reg CLR;
	parameter S0 = 0;
	parameter S1 = 1;
	parameter S2 = 2;
	parameter S3 = 3;
	parameter S4 = 4;
	parameter S5 = 5;
	parameter S6 = 6;
	parameter S7 = 7;
	parameter S8 = 8;
	parameter S9 = 9;
	parameter S10 = 10;
	parameter S11 = 11;
	parameter S12 = 12;
	parameter S13 = 13;
	parameter S14 = 14;
	parameter S15 = 15;
	parameter S16 = 16;
	parameter S17 = 17;
	reg [5:0] state;
	always @(posedge CLK) begin
		if (reset) begin	 
			sum_sig = 0;
			state = S0;
			shift = 0;
			load_a = 0;
			write_l = 0;
			write_r = 0;
			show_result = 0;
			CLR = 1;
		end
		else 
		case (state)
			S0:
				begin
					if (sum) begin
						state = S1;
						sum_sig = 1;
						shift = 0;
						write_l = 1;
						write_r = 0;
						load_a = 1;
						show_result = 0;
						CLR = 0;
					end
					else if (multi) begin
						state = S9;
						sum_sig = 0;
						shift = 0;
						write_l = 0;
						write_r = 1;
						load_a = 1;
						show_result = 0;
						CLR = 0;
					end
					else begin
						state = S0;
						sum_sig = 0;
						shift = 0;
						write_l = 0;
						write_r = 0;
						load_a = 0;
						show_result = 1;
						CLR = 0;
					end
				end
			S1:
				begin
					if (equal) begin
						sum_sig = 1;
						shift = 1;
						write_l = 1;
						write_r = 0;
						load_a = 0;
						show_result = 0;
						CLR = 0;
						state = S2;
					end
					else begin
						sum_sig = 1;
						shift = 0;
						write_l = 0;
						write_r = 0;
						load_a = 0;
						show_result = 0;
						CLR = 0;
						state = S1;
					end
				end
			S2:
				begin
					sum_sig = 1;
					shift = 1;
					write_l = 0;
					write_r = 0;
					load_a = 0;
					show_result = 0;
					CLR = 0;
					state = S3;
				end
			S3:
				begin
					sum_sig = 1;
					shift = 1;
					write_l = 0;
					write_r = 0;
					load_a = 0;
					show_result = 0;
					CLR = 0;
					state = S4;
				end
			S4:
				begin
					sum_sig = 1;
					shift = 1;
					write_l = 0;
					write_r = 0;
					load_a = 0;
					show_result = 0;
					CLR = 0;
					state = S5;
				end
			S5:
				begin
					sum_sig = 1;
					shift = 1;
					write_l = 0;
					write_r = 0;
					load_a = 0;
					show_result = 0;
					CLR = 0;
					state = S6;
				end
			S6:
				begin
					sum_sig = 1;
					shift = 1;
					write_l = 0;
					write_r = 0;
					load_a = 0;
					show_result = 0;
					CLR = 0;
					state = S7;
				end
			S7:
				begin
					sum_sig = 1;
					shift = 1;
					write_l = 0;
					write_r = 0;
					load_a = 0;
					show_result = 0;
					CLR = 0;
					state = S8;
				end
			S8:
				begin
					sum_sig = 1;
					shift = 1;
					write_l = 0;
					write_r = 0;
					load_a = 0;
					show_result = 1;
					CLR = 0;
					state = S0;
				end
			S9:
				begin
					if (equal) begin
						sum_sig = 0;
						write_l = 1;
						write_r = 0;
						shift = 1;
						load_a = 0;
						show_result = 0;
						CLR = 0;
						state = S10;
					end
					else begin
						sum_sig = 0;
						shift = 0;
						write_l = 0;
						write_r = 0;
						load_a = 0;
						show_result = 0;
						CLR = 0;
						state = S9;
					end
				end
			S10:
				begin
					sum_sig = 0;
					write_l = 1;
					write_r = 0;
					shift = 1;
					load_a = 0;
					show_result = 0;
					CLR = 0;
					state = S11;
				end
			S11:
				begin
					sum_sig = 0;
					write_l = 1;
					write_r = 0;
					shift = 1;
					load_a = 0;
					show_result = 0;
					CLR = 0;
					state = S12;
				end
			S12:
				begin
					sum_sig = 0;
					write_l = 1;
					write_r = 0;
					shift = 1;
					load_a = 0;
					show_result = 0;
					CLR = 0;
					state = S13;
				end
			S13:
				begin
					sum_sig = 0;
					write_l = 1;
					write_r = 0;
					shift = 1;
					load_a = 0;
					show_result = 0;
					CLR = 0;
					state = S14;
				end
			S14:
				begin
					sum_sig = 0;
					write_l = 1;
					write_r = 0;
					shift = 1;
					load_a = 0;
					show_result = 0;
					CLR = 0;
					state = S15;
				end
			S15:
				begin
					sum_sig = 0;
					write_l = 1;
					write_r = 0;
					shift = 1;
					load_a = 0;
					show_result = 0;
					CLR = 0;
					state = S16;
				end
			S16:
				begin
					sum_sig = 0;
					write_l = 1;
					write_r = 0;
					shift = 1;
					load_a = 0;
					show_result = 1;
					CLR = 0;
					state = S0;
				end
		endcase
	end
endmodule
==> flow_summary.rst <==
Run summary
-----------

.. list-table::
   :header-rows: 1

   * - Metric
     - Value
   * - Setup slack on the worst flop-to-flop path
     - 1.21 ns
   * - Post-synthesis register bit count
     - 24
   * - Arrival time at the worst endpoint
     - 2.08 ns
   * - Layout cells sized above 1
     - 9.57%
   * - Area grow syn2layout
     - 29.1%
   * - Capture point of the worst reg-to-reg path
     - load_a
   * - Drt via density
     - 4.21
   * - Overall chip area
     - 7920 sq um
   * - All-layer global routing usage
     - 4.37%
   * - Reg-to-Reg Start
     - state[14]
   * - Unrepaired setup endpoints after global routing
     - false
   * - CTS tree
     - built
   * - DRC viols
     - 0
   * - Instance count along the most critical hold path
     - 1
   * - Vias in the first global route
     - 614
   * - Post-synth top area cell
     - dfxtp_1
   * - YS warnings
     - 1
   * - Filler cell count in the final layout
     - 478
   * - R2R depth
     - 4
   * - Sequential Area
     - 480 sq um
   * - First-pass GRT wire length
     - 2800 microns
   * - Fmax
     - 530 MHz
   * - Final antenna diode count
     - 0
   * - Worst clock skew on the final layout
     - 0.00220 ns
   * - Count of cells resized by post-cts repair
     - 0
   * - Clock tree root buffer cell
     - clkbuf_8
   * - Top area contributor share
     - 57.1%
   * - Endpoint of the worst hold-timing path
     - CLR
   * - Tally of unique sky130hd cells used after synthesis
     - 24
   * - Clock H-tree levels
     - 1
   * - Max Transition Viols Final
     - 0
   * - Final setup fails
     - 0
   * - Critical Path Start Type
     - flop
   * - Routed len/inst
     - 11.0 microns
   * - Die Span X
     - 89 microns
   * - Post-route cell area
     - 1090 sq um
   * - Min Clock Period, post-route
     - 1.89 ns
   * - Pre-Place Util
     - 18.1%
   * - Post-layout power
     - 0.000655 W
   * - Skew-Pair Late Insertion Delay
     - 0.26 ns
   * - Least-Margin Pin Slew
     - 0.475 ns
   * - Clock slew seen by the registers of the worst setup and hold paths
     - 0.09 ns
   * - Critical path required time
     - 3.30 ns
   * - Seq share, synth
     - 57.1%
   * - Total power divided by cell area
     - 602 nW/um^2
   * - Main area contributors
     - dfxtp_1 57%, nor2b_1 10%, nand2b_1 3.7%
   * - Total via count in the routed design
     - 623
   * - Number of standard-cell rows in the floorplan
     - 25
   * - Maximum clock insertion buffer count
     - 2
   * - Critical Path End Type
     - flop
   * - Status
     - finished, final reports clean
   * - Placed instance count
     - 144
   * - Post-synthesis area per instance
     - 10.4 sq um
   * - Maximum number of pins on one net before global-route repair
     - 24
   * - Worst slew slack as a fraction of its limit
     - 68.0%
   * - DIE HEIGHT
     - 89 microns
   * - Inserted Clock Buffers
     - 3
   * - ANT nets after route
     - 0
   * - Summed instance area of the synthesized netlist
     - 842 sq um
   * - Number of cell instances after yosys synthesis
     - 81
   * - Overall overflow remaining after global route
     - 0
   * - Leak pwr
     - 0.412 nW
   * - PortBufs
     - 11
   * - Instance tally after logic synthesis
     - 81
   * - Core area
     - 4660 sq um
   * - Number of hold-slack violations in the final timing report
     - 0
   * - HP Class
     - reg -> reg
   * - Yosys-reported design area after synthesis
     - 842 sq um
   * - Post-route fraction of the period consumed by the critical path
     - 60.8%
   * - Non-filler instance count after layout
     - 148
   * - Hold path startpoint
     - CLR
   * - Worst slack after detailed placement
     - 1.24 ns
   * - Number of search-and-repair iterations in the first detailed-routing pass
     - 4
   * - Estimated wirelength of the detail-placed design
     - 1190 microns
   * - Class of the most critical setup path
     - reg -> reg
   * - Warning total across the stage logs
     - 25
   * - Overall routed net length
     - 1630 microns
   * - Number of clock sinks seen by CTS
     - 24
   * - Final estimated routing congestion in global placement
     - 0.814
   * - IO Count
     - 12
   * - Post-route setup TNS
     - 0 ns
   * - Number of hold-repair buffers added at the cts stage
     - 0
   * - Smallest setup slack after layout
     - 1.21 ns
   * - Largest fanout on the critical path
     - 3
   * - Post-detailed-placement cell area
     - 1020 sq um
   * - Initial antenna violation count
     - 0
   * - Count of maximum capacitance violations
     - 0
   * - Number of buffers added for setup after CTS
     - 0
   * - Largest voltage drop on the vdd net
     - 193 uV
   * - Comb. cell area
     - 347 sq um
   * - Detailed Route Iter0 Violations
     - 80
## cells in the mapped netlist
cell type	instances
nor3b_1	1
or3_4	2
a41oi_1	1
a31oi_1	1
dfxtp_1	24
a211o_1	1
nor2b_1	14
nor3_2	1
and3b_1	1
or4_4	1
a311oi_1	1
o211ai_1	1
a21o_1	1
inv_1	1
o21ai_0	1
nand2_1	2
or4_1	4
nor3_1	3
nand2b_1	5
nor2_1	4
clkbuf_1	3
nor4_1	2
nand3b_1	2
a21oi_1	4
## sequential cells by signal, summed over array words and instances (netlist names)
signal / cells
state: 17
show_result: 1
shift: 1
write_l: 1
sum_sig: 1
write_r: 1
CLR: 1
load_a: 1
## layout make-up
type | count | share of cell area (%)
tap | 54 | 6.21
timing repair buffer | 12 | 10.8
clock buffer | 3 | 3.80
sequential | 24 | 44.2
multi-input combinational | 53 | 31.9
inverter | 1 | 0.345
clock inverter | 1 | 2.76
## kinds of logic after synthesis
family	count (synthesis)	share of synthesized area [%]
AOI/OAI and AO/OA	11	8.62
buffers and inverters	4	1.78
DFF	24	57.1
and+or+nand+nor	42	32.5
## metal layers
metal | vias up | global-route usage, % | part of all wire, %
met1 | 296 | 5.48 | 47
li1 | 314 | - | -
met3 | 2 | 2.11 | 9.2
met5 | - | 0 | 0
met2 | 11 | 6.98 | 43
met4 | 0 | 0.289 | 0.49
## placed cells by master (no fill, tap or decap), drive strengths merged
cell           instances
dfxtp                 24
nor2b                 14
clkdlybuf4s50         11
nand2b                 5
or4                    5
nor2                   4
a21oi                  4
nor3                   4
clkbuf                 3
nand2                  2
nand3b                 2
or3                    2
nor4                   2
inv                    1
nor3b                  1
and3b                  1
a21o                   1
o21ai                  1
a41oi                  1
o211ai                 1
a311oi                 1
a211o                  1
a31oi                  1
bufinv                 1
buf                    1
## critical path: stages (launching register included)
cell	delay, ns
dfxtp_1	0.34
or4_4	0.54
or3_4	0.41
or3_4	0.38
nor3_2	0.15
## stage by stage
| step | util [%] | hold WS, ns |
|---|---|---|
| detailed placement | 21.8 | 0.439 |
| CTS | 23.3 | 0.458 |
| global route | 23.3 | 0.486 |
| finish | 23.3 | 0.454 |
| global placement | 21.8 | 0.436 |
| floorplan | - | 0.403 |
## how the worst max path moves through the flow
| stage | from | endpoint | slack, ns | cells past startpoint |
|---|---|---|---|---|
| after global routing | state[4] | write_l | 1.15 | 4 |
| after CTS | state[11] | load_a | 1.22 | 4 |
| final | state[14] | load_a | 1.21 | 4 |
## report_power, final
| part | switching [W] | internal (W) |
|---|---|---|
| logic | 0.0000216 | 0.0000339 |
| clock network | 0.0000997 | 0.000173 |
| registers | 0.00000773 | 0.000319 |
Power figures rest on the tool's default switching activity, not on a simulated workload.
