==> design/flow/design.v <==
`timescale 1ns / 1ps
module shift_register_16bits(CLR, CLK, shift, data, write_l, write_r, M, my_reg);
	input CLR, CLK, shift, write_l, write_r;
	input [7:0] data;
	output reg M;     
	output reg [15:0] my_reg;
	always @(posedge CLK) begin
		if (CLR) my_reg = 16'b0;
		else begin
			if (write_l) begin
				my_reg[15:8] = data;
				if (shift) begin
					my_reg[14:0] = my_reg[15:1];
					my_reg[15] = 0;
				end
			end
			else if (write_r) begin
				my_reg[7:0] = data;
				my_reg[15:8] = 0;	 
				if (shift) begin
					my_reg[14:0] = my_reg[15:1];
					my_reg[15] = 0;
				end
			end
			else begin
				if (shift) begin
					my_reg[14:0] = my_reg[15:1];
					my_reg[15] = 0;
				end
			end
		end
		M = my_reg[0];
	end
endmodule
==> design/flow/run.sh <==
#!/bin/bash
# OpenROAD 26Q1-2900-gdf79404cd8, Yosys 0.63+post, stock flow scripts
make -C /OpenROAD-flow-scripts/flow DESIGN_CONFIG=/design/flow/config.mk WORK_HOME=/design/flow/orfs finish
==> design/flow/config.mk <==
export PLATFORM = sky130hd
export DESIGN_NAME = shift_register_16bits
export DESIGN_NICKNAME = shift_register_16bits
export VERILOG_FILES = /design/flow/design.v
export SDC_FILE = /design/flow/constraint.sdc
export NUM_CORES = 4
export LEC_CHECK = 1
export CORE_AREA = 10 10 98 98
export DIE_AREA = 0 0 108 108
==> design/flow/constraint.sdc <==
current_design shift_register_16bits

set clk_period 1.2
set clk_io_pct 0.2

create_clock -name clk0 -period $clk_period [get_ports {CLK}]

set non_clock_inputs [all_inputs -no_clocks]
set_input_delay [expr $clk_period * $clk_io_pct] -clock clk0 $non_clock_inputs
set_output_delay [expr $clk_period * $clk_io_pct] -clock clk0 [all_outputs]
==> run notes <==
fresh numbers from the pnr run: Iter 0 DRT Violations=27, status=finished clean, Final Hold Vio Count=0, Max Fclk=877 MHz, dominant logic cell types in the final layout=buf_4, dlygate4sd2_1, dfxtp_2, nor2_1, clkdlybuf4s50_1, P_leak=0.000665 uW, Pre-antenna DRT Iters=4, die width=108 um, max FFs per register=15, pin count of the biggest net entering global routing=13, cycle use final=95.0%, Cell Area, Synth=883 um2, detailed placer's ending HPWL=2130 um, antenna violations before repair=0, IO Port Bufs=29, hold buffers post-CTS=0, first-pass GRT wire length=4250 um, ys async rst share=0%, FP Rows=32, Distinct cells, synth=26, CTS tree=yes, WP data arrival=1.28 ns, Worst-Skew Late Latency=0.24 ns, Residual DRC=0, cells in synth_stat.txt=87, drt total wl=2790 um, fin util=19.4%, Inserted Clock Buffers=3, tool warnings=25, synth warn=1, clock tree root driver cell=clkbuf_8, area post-placement=1350 um2, post-synthesis register bit count=16, total of max-cap violations=0, type of the worst setup path=in -> reg, final setup fails=0, vias per cell=3.42, number of placed instances, taps included=225, Commonest flop=dfxtp_1, Longest Clk Path Bufs=2, share of post-route cells with drive strength above 1=42.5%, Peak VDD IR=0.319 mV, IO Pins=30, clock skew=0.00371 ns, post-route ant nets=0, ANT cells=0, fin cells=236, H-tree Lvls=1, vias=808, Die Ht=108 um, drt wl/cell=11.8 um, vias in the first global route=804, die area=11700 um2, CP Capture Type=flip-flop, GRT overflow=0, Worst-Margin Slew=0.314 ns, Final Critical Period=1.14 ns, Core Area=7650 um2, Seq share, synth=36.3%, Mean Syn Cell Area=10.2 um2, gr usage total=4.64%, crit start category=input port, most numerous logic cell after layout=buf_4, Final Max Slew Viols=0, yosys stat area=883 um2, Sink Count=16, clock slew at reported path FFs=0.06 ns, Tightest Hold Check Type=in -> reg, Area growth syn-to-layout=67.8%, count of library flops with an enable pin=0, RSZ-0062 raised after global routing=false, PD cells=895 nW/um2, slew margin rel.=78.9%, Floorplan Utilization=11.6%, Max FO, Critical Path=11, Power Total=1330 uW, Cells after Synth=87, Final Cell Area=1480 um2, Worst Path Required=1.34 ns, Routability Congestion=0.749
-- kinds of logic after synthesis --
group	Yosys count	synth area share [%]
flops	16	36.3
buf+inv	8	7.93
compound gates	19	16.0
mux	20	26.6
simple gates	24	13.2
-- critical path: stages --
cell,delay [ns]
clkdlybuf4s15_1,0.23
bufbuf_16,0.30
mux2i_2,0.16
a2111oi_2,0.35
-- metrics by stage --
stage	worst slack, ns	hold slack (ns)	TNS, ns
detailed placement	-0.436	0.562	-5.87
global route	0.00838	0.409	0
finish	0.0601	0.391	0
global placement	-0.434	0.561	-5.88
CTS	0.00170	0.570	0
floorplan	0.0799	0.309	0
-- repair_timing --
item,CTS,global route
resized,35,3
setup buffers,7,0
cloned,1,0
endpoints found under the setup margin,32,14
pin swaps,0,1
-- power breakdown --
part	switching [uW]	leakage, uW	total (uW)	internal, uW
Clock	175	0.0000216	397	222
Sequential	21.3	0.000138	595	573
Combinational	124	0.000505	336	212
-- cells in the mapped netlist (2+ instances only) --
master	instances	area, um2
nor2_1	14	52.6
mux2i_1	7	70.1
a22oi_1	6	45.0
a211oi_1	6	45.0
a21oi_1	4	20.0
nor2b_1	2	12.5
mux2_2	8	90.1
buf_6	2	22.5
mux2_4	5	75.1
dfxtp_1	16	320
buf_4	2	15.0
-- path summary, 6_finish.rpt --
kind	start	to	slack, ns	depth (start not counted)
worst min-delay path	write_l	my_reg[7]$_SDFFE_PP0P_	0.39	3
worst min register to register	my_reg[4]$_SDFFE_PP0P_	my_reg[4]$_SDFFE_PP0P_	0.57	2
worst max-delay path	shift	my_reg[14]$_SDFFE_PP0P_	0.06	4
worst max register to register	my_reg[9]$_SDFFE_PP0P_	my_reg[9]$_SDFFE_PP0P_	0.15	4
-- area by class of cell --
class                      instances  area (um2)
inverter                           1        3.75
sequential                        16         340
timing repair buffer              51         473
fill                             823        6160
tap                              102         128
clock buffer                       3        41.3
multi-input combinational         63         497
-- routing by layer --
layer	GRT usage, %	up-vias	part of all wire [%]	wire length, um
met5	0	-	0	0
met4	0.382	0	0.75	21
met3	1.93	2	8.1	227
met2	6.90	20	45	1260
met1	6.40	377	46	1280
li1	-	409	-	-
Power figures rest on the tool's default switching activity, not on a simulated workload.
